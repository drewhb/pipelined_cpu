## ./config.mk

```make
export PLATFORM = sky130hd
export DESIGN_NAME = RegFile
export DESIGN_NICKNAME = RegFile
export VERILOG_FILES = /design/flow/design.v
export SDC_FILE = /design/flow/constraint.sdc
export NUM_CORES = 4
export LEC_CHECK = 1
export CORE_UTILIZATION = 30
```

## ./constraint.sdc

```tcl
current_design RegFile

set clk_period 17.9
set clk_io_pct 0.2

create_clock -name clk0 -period $clk_period [get_ports {clk}]

set non_clock_inputs [all_inputs -no_clocks]
set_input_delay [expr $clk_period * $clk_io_pct] -clock clk0 $non_clock_inputs
set_output_delay [expr $clk_period * $clk_io_pct] -clock clk0 [all_outputs]
```

## ./design.v

```verilog
module RegFile(clk, reset, WriteData, WriteRegister, RegWrite, ReadReg1, ReadReg2, 
               ReadData1, ReadData2);
   output [31:0] ReadData1, ReadData2;
   reg [31:0]    ReadData1, ReadData2;
   input         reset;
   input [31:0]  WriteData;
   input [4:0]   WriteRegister, ReadReg1, ReadReg2;
   input         RegWrite, clk;
   integer       i;
   reg [31:0]    Reg_File[31:0];  
   always @(ReadReg1 or ReadReg2 or WriteRegister or WriteData)
     begin
        ReadData1 = Reg_File[ReadReg1];
        ReadData2 = Reg_File[ReadReg2];
        if (ReadReg1 == WriteRegister && (ReadReg1 != 0) )
          ReadData1 = WriteData;
        if (ReadReg2 == WriteRegister && (ReadReg2 != 0) )
          ReadData2 = WriteData;
     end
   always @(posedge clk)
     begin
        if (reset) 
          begin
             for (i=0; i<32; i=i+1)
               Reg_File[i] <= 0;
          end
        else if (RegWrite)
          begin
             if (WriteRegister != 32'd0)
               Reg_File[WriteRegister] <= WriteData;
          end
     end
endmodule
```

## ./run.sh

```bash
#!/bin/bash
# OpenROAD 26Q1-2900-gdf79404cd8, Yosys 0.63+post, stock flow scripts
make -C /OpenROAD-flow-scripts/flow DESIGN_CONFIG=/design/flow/config.mk WORK_HOME=/design/flow/orfs finish
```

==> impl_metrics.ini <==
; flow metrics
[setup_path]
path_cells = buf_8 > buf_4 > xor2_1 > nor3_1 > nand3_2 > nand2_2 > buf_4 > o221a_2 > clkdlybuf4s50_1
cp_data_arrival_time_ns = 7.82
cp-startpoint = ReadReg1[1]
path_class = in2out
slowest_delay_ns = 0.68
cp-start-kind = primary input
crit_top_cell = buf_4
cpLargestDelayFamily = buffers and inverters
cp_max_fo = 55
cp.buffers_inverters = 4
endpoint_kind = output port
required_ns = 14.32
slowest_stage = nand2_2

[synth]
async_flop_share_pct = 0
ys_sh_xor_pct = 0.125
ys_sh_aoi_pct = 4.65
yosys_warnings = 1
synth.mux.area_fraction_pct = 23.5
yosys_most_used_dff = edfxtp_1
syn_area_per_cell_um2 = 14.9
ys_types = 49
ys_area_um2 = 56100
postSynthCellCount = 3766
logic_family = multiplexers
ys_seq_share_pct = 54.8
ys_sh_simple_pct = 13.0
syn_area_um2 = 56100
ys_ff = 1024
synth_stat.cells = 3766
synth-edff-count = 1024
synthAdderAreaFrac_pct = 0

[placed_design]
hpwl_um = 113000
place.gp.congestion = 0.908
dp.cells = 6125
place_area_um2 = 59800
pre_cts_ws_ns = 6.63
portBuffers = 113

[sta]
tns_ns = 0
maxSlewViolCount = 0
period_needed_ns = 11.40
rsz0062_at_grt = no
tightestPinTransition_ns = 0.958
setup_violations = 0
fin_ws_ns = 6.50
max_freq_ghz = 0.0877
finalHoldViolCount = 0
slew_headroom_pct = 36.0
period_used_pct = 63.7

[flow_run]
cap_viol_max_count = 0
tool_warnings = 26

[clocking]
clkTransAtPathRegs_ns = 0.06
postCtsHoldBufs = 0
cts.sinks = 1024
post_cts_buffers = 0
cts_tree = done
cts_resized = 0
cts_root_buf = clkbuf_16
htree_levels = 3
numCtsBuffers = 107
cts_buffer_depth = 3

[detailed_routing]
wl_um = 195000
met2WireLength_um = 90000
wl_per_cell_um = 30.8
met3_length_um = 33400
vias = 34000
first_pass_iters = 5
drc = 0
drt-vias-per-instance = 5.37
routed.top_layer = met5
wl_met1_um = 60500
ant_nets = 0
drt_iter0_markers = 2106

[finish]
mostFrequentLayoutCell = edfxtp_1
lay_top_cells = edfxtp_1, and2_1, mux4_2, mux2i_1, buf_4
regMostFlops = Reg_File
final_layout_size_suffix_gt1_share_pct = 23.5
final_area_um2 = 63300
final_core_util_pct = 34.1
syn2layout_area_growth_pct = 12.9
reg_top3 = Reg_File (1024)
largest_reg_flops = 1024
stdcell_count = 6326

[power]
power.leakage_nw = 21.4
ir_drop_v = 0.0000810
powerDensity_nw_per_um2 = 92.3

[floorplanning]
fp.dieArea_um2 = 189000
die_x_um = 434
fp_util_pct = 30.2
io_pins = 114
rows = 158
core_area_um2 = 186000
die_y_um = 434

[worst_hold_path]
hold_class = in2reg
hold_path_startpoint = reset

[global_route]
grt_pass1_vias = 36600
antenna_found_initial = 8
track_usage_pct = 22.0
grt_pass1_wl_um = 274000
grt-ovfl-total = 0
grt_max_degree = 81

[status]
outcome = complete, no violations
routing by layer:
layer,GRT usage [%],vias to the layer above
met1,23.3,16800
met5,1.49,-
met3,16.5,426
met2,33.0,2289
li1,-,14400
met4,9.07,8
kinds of logic (layout without fill, tap and decap cells):
| kind of cell | Yosys count | in the layout |
|---|---|---|
| buffers and inverters | 450 | 494 |
| XOR/XNOR | 8 | 8 |
| multiplexers | 733 | 733 |
| AND/OR/NAND/NOR | 1226 | 1226 |
| other | 1 | 37 |
| flip-flops | 1024 | 1024 |
| AND-OR/OR-AND | 324 | 324 |
final cells by class:
cell class / count / area, um^2
well taps: 2480 / 3100
diodes: 5 / 12.5
flip-flops and latches: 1024 / 30700
multi-input cells: 2323 / 23600
clock buffers: 126 / 2810
fillers: 17400 / 122000
repair buffers: 263 / 2300
inverters: 35 / 131
clock inverters: 70 / 643
power breakdown:
part / internal, W / leakage, nW / switching, W
clock: 0.00128 / 1.70 / 0.000979
combinational: 0.000325 / 9.99 / 0.000428
sequential: 0.00277 / 9.75 / 0.0000638
worst paths after layout:
path | depth (start not counted) | end | slack (ns)
setup / recovery | 9 | ReadData1[16] | 6.50
hold / removal | 1 | Reg_File[0][29] | 3.28
synthesized netlist by cell type (5+ instances only):
library cell | n | area share [%]
edfxtp_1 | 1024 | 55
and2_1 | 963 | 11
mux4_2 | 406 | 16
clkbuf_1 | 278 | 1.9
mux2i_1 | 222 | 4.0
nor2_1 | 132 | 0.88
buf_2 | 87 | 0.78
mux2_2 | 63 | 1.3
o211ai_1 | 63 | 0.84
mux4_1 | 42 | 2.0
inv_1 | 35 | 0.23
nor2b_1 | 35 | 0.39
a211oi_1 | 34 | 0.46
a22oi_1 | 33 | 0.44
or2_2 | 33 | 0.37
a21oi_1 | 32 | 0.29
nor3_1 | 32 | 0.29
o21ai_0 | 32 | 0.29
a221oi_1 | 30 | 0.47
o32ai_1 | 30 | 0.47
a211oi_2 | 28 | 0.62
buf_6 | 23 | 0.46
o221a_2 | 17 | 0.34
o221a_1 | 14 | 0.28
buf_4 | 12 | 0.16
buf_12 | 10 | 0.36
nand2_1 | 9 | 0.060
buf_1 | 5 | 0.033
nand3_1 | 5 | 0.045
nand3b_1 | 5 | 0.067
through the flow:
step | hold WS, ns | total power, W
after floorplan | 3.78 | 0.00332
after global placement | 4.05 | 0.00363
after detailed placement | 4.05 | 0.00364
after CTS | 3.25 | 0.00587
after global routing | 3.27 | 0.00602
final | 3.28 | 0.00584
Power is estimated from default activity; no workload was simulated.
