--- design/flow/run.sh ---
#!/bin/bash
# OpenROAD 26Q1-2900-gdf79404cd8, Yosys 0.63+post, stock flow scripts
make -C /OpenROAD-flow-scripts/flow DESIGN_CONFIG=/design/flow/config.mk WORK_HOME=/design/flow/orfs finish
--- design/flow/config.mk ---
export PLATFORM = sky130hd
export DESIGN_NAME = alu
export DESIGN_NICKNAME = alu
export VERILOG_FILES = /design/flow/design.v
export SDC_FILE = /design/flow/constraint.sdc
export NUM_CORES = 4
export LEC_CHECK = 1
export CORE_UTILIZATION = 50
--- design/flow/constraint.sdc ---
current_design alu

set clk_period 39.7
set clk_io_pct 0.2

create_clock -name clk0 -period $clk_period

set non_clock_inputs [all_inputs -no_clocks]
set_input_delay [expr $clk_period * $clk_io_pct] -clock clk0 $non_clock_inputs
set_output_delay [expr $clk_period * $clk_io_pct] -clock clk0 [all_outputs]
--- design/flow/design.v ---
module alu(a, b, aluop, shamt,  result, hi, lo);
   input signed    [31:0]    a, b;
   input [3:0]               aluop;
   input [4:0]               shamt;
   output signed [31:0]      result, hi, lo;
   reg [31:0]                result, hi, lo;
   always @(a or b or aluop or shamt)
     begin
        lo = 0;
        hi = 0;
        result = 0;
        case (aluop)
          4'b0000:    result = a & b;           
          4'b0001:    result = a | b;           
          4'b0010:    result = a+b;             
          4'b0011:    result = b << shamt;      
          4'b0100:    result = b >> shamt;      
          4'b0101:    result = b << 16;         
          4'b0110:    result = a-b;             
          4'b0111:             
            if (a < b)
              result = 1;
            else
              result = 0;
          4'b1000:    begin                 
             {hi,lo} = a*b;
          end
          default:     result = 0;
        endcase
     end
endmodule
==> flow_summary_export.csv <==
group,metric,value,unit
outcome,outcome,"finished clean",
final_timing,setup_tns,0,ps
floorplan,boundaryPins,169,
routing,vias,35571,
routing,drc,0,
final_timing,rsz0062_at_grt,"false",
final_timing,period_minus_slack,25760,ps
final_timing,period_used_share,0.6487,
placed_design,dp_slack,14120,ps
final_timing,slew_headroom,0.3183,
cells_and_area,fillerInstances,8057,
setup_path,critical_path_required,31760,ps
logic_synthesis,ys_warn_count,1,
grt,grt_max_degree,52,
cts,postCtsHoldBufs,0,
cells_and_area,flops,0,
grt,grt_pass1_vias,37620,
logic_synthesis,synth.distinct_cells,98,
cells_and_area,combGateArea,0.03793,mm²
final_timing,hold_violations,0,
logic_synthesis,syn_avg_cell_area,8.560,µm²
setup_path,start_kind,"input pin",
final_timing,finalWorstSetupSlack,13940,ps
routing,avgViaCountPerCell,5.729,
logic_synthesis,ys_cells,5031,
logic_synthesis,synth_seq_share,0,
logic_synthesis,yosys.area_share.simple,0.1460,
grt,gr-total-overflow,0,
logic_synthesis,xor_share,0.01729,
floorplan,die_area,0.08731,mm²
grt,antenna_found_initial,8,
final_timing,setup_viol,0,
logic_synthesis,synth_area,0.04306,mm²
setup_path,cp-end-kind,"output port",
floorplan,die_h,295.5,µm
cells_and_area,lay_top_count,"fa_1",
floorplan,core,0.08528,mm²
placed_design,portBuffers,169,
floorplan,fp_util,0.5050,
setup_path,cp.arrival,17820,ps
routing,wl,158.6,mm
final_timing,slew_violations,0,
routing,drt_pass1_iterations,5,
hold_path,hold_class,"input pin to output port",
routing,ant_nets,0,
final_timing,max_freq,38.83,MHz
placed_design,dp_hpwl,128.7,mm
cells_and_area,regArea,0,µm²
grt,grt_pass1_wl,241.6,mm
routing,drt_iter0_drc,2087,
flow_run,cap_violations,0,
logic_synthesis,aoi_share,0.09173,
cells_and_area,utilization,0.5417,
cells_and_area,layout-drive-gt1-share,0.04860,
cells_and_area,n_clock_buffer,0,
logic_synthesis,yosys.area_share.adder,0.5856,
final_timing,worst_slew_pin_slew,996.8,ps
routing,routedWlPerCell,25.54,µm
setup_path,crit_type,"input pin to output port",
floorplan,die_w,295.5,µm
cts,post_cts_resize_count,0,
cells_and_area,area.growth.synth_to_final,7.275,%
flow_run,log.warning_count,97,
grt,grt_usage,0.4096,
logic_synthesis,syn_inst,5031,
cells_and_area,final_cell_mix,"1084 x fa_1, 1044 x inv_1, 720 x nor2_1, 579 x nand2_1, 281 x ha_1",
logic_synthesis,ys_area,0.04306,mm²
placed_design,routabilityCongestion,1.059,
logic_synthesis,muxShareOfSynthArea,0.03928,
floorplan,floorplan.rows,107,
cts,cts_setup_buffers,0,
logic_synthesis,synthTopLogicFamily,"adder cells",
setup_path,path_max_fanout,18,
[cell usage after synthesis (11+ instances only)]
| library cell | n | area (µm²) |
|---|---|---|
| a21oi_1 | 152 | 760.7 |
| a31oi_1 | 15 | 93.84 |
| nand2_1 | 579 | 2173 |
| or3_1 | 21 | 131.4 |
| nor2_1 | 720 | 2703 |
| a211oi_1 | 11 | 82.58 |
| o221ai_1 | 13 | 113.9 |
| and3_1 | 15 | 93.84 |
| xor2_1 | 27 | 236.5 |
| nand4_1 | 28 | 175.2 |
| o211ai_1 | 35 | 262.8 |
| o22ai_1 | 16 | 100.1 |
| nor4_1 | 11 | 68.82 |
| o21a_1 | 23 | 172.7 |
| buf_1 | 67 | 251.5 |
| buf_2 | 22 | 110.1 |
| a221oi_1 | 14 | 122.6 |
| a21o_1 | 57 | 427.9 |
| xnor2_1 | 58 | 508.0 |
| o21bai_1 | 20 | 150.1 |
| nor3_1 | 32 | 160.2 |
| mux4_2 | 40 | 900.9 |
| inv_1 | 1044 | 3919 |
| o21ai_0 | 96 | 480.5 |
| nor2b_1 | 14 | 87.58 |
| a22oi_1 | 28 | 210.2 |
| nand2b_1 | 24 | 150.1 |
| clkinv_1 | 25 | 93.84 |
| ha_1 | 281 | 3516 |
| clkbuf_1 | 191 | 716.9 |
| fa_1 | 1084 | 21700 |
| nand3_1 | 25 | 125.1 |
| mux2i_1 | 70 | 700.7 |
| and2_1 | 15 | 93.84 |
[stage by stage]
stage,instance area [µm²],hold WS (ps),instances
2_1_floorplan,43060,16060,5031
3_3_place_gp,46190,17000,6206
3_5_place_dp,46190,17010,6206
4_1_cts,46190,17020,6206
5_1_grt,46190,17090,6207
6_report,46200,17010,6209
[per-layer routing]
metal / global-route usage / share of wire / vias to the layer above
met5: 0.004435 / 0.00065 / -
met4: 0.1586 / 0.053 / 10
met3: 0.1836 / 0.12 / 373
met2: 0.5988 / 0.46 / 1753
met1: 0.5612 / 0.36 / 18055
li1: - / - / 15380
[cell families (layout without fill, tap and decap cells)]
family,Yosys count,after routing
AOI/OAI and AO/OA,580,580
xor gates and xnor gates,85,85
adders and majority gates,1365,1365
buffers and inverters,1361,1392
muxes,118,118
other,0,3
and+or+nand+nor,1522,1522
[worst max-delay path, cell delays in order]
cell and delay, ps:
clkdlybuf4s50_1 470, buf_4 320, clkinv_1 760, nor2_1 380, fa_1 480, fa_1 530, inv_1 50, fa_1 450
fa_1 490, fa_1 590, inv_1 60, fa_1 380, fa_1 530, fa_1 410, ha_1 530, nand4_1 200
nor4_2 550, nand3_1 130, o221ai_1 620, nor3_2 80, buf_4 210, or4_4 550, a21oi_1 320, nor3_1 90
nor3_1 140, clkdlybuf4s50_1 490
[worst paths after layout]
path / to / depth (start not counted) / slack [ps] / start
worst min-delay path: result[29] / 6 / 17010 / aluop[2]
worst max-delay path: hi[31] / 26 / 13940 / a[9]
[area by class of cell]
type | instances | share of cell area
antenna | 3 | 0.0001625
timing repair buffer | 319 | 0.06072
inverter | 1073 | 0.08718
multi-input combinational | 3670 | 0.8209
tap | 1144 | 0.03098
